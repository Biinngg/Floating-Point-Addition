`./run.sh`:
```
#!/bin/bash
# OpenROAD 26Q1-2900-gdf79404cd8, Yosys 0.63+post, stock flow scripts
make -C /OpenROAD-flow-scripts/flow DESIGN_CONFIG=/design/flow/config.mk WORK_HOME=/design/flow/orfs finish
```
`./config.mk`:
```
export PLATFORM = sky130hd
export DESIGN_NAME = Rounding
export DESIGN_NICKNAME = Rounding
export VERILOG_FILES = /design/flow/design.v
export SDC_FILE = /design/flow/constraint.sdc
export NUM_CORES = 4
export LEC_CHECK = 1
export CORE_UTILIZATION = 50
```
`./design.v`:
```
module Rounding(clk,res,shift,incre,
  exp_result,fra_result,result,overflow);
  input clk,res;
  input [8:0] incre;
  input [27:0] shift;
  reg [24:0] fra; 
  output reg overflow;
  output reg [7:0] exp_result;
  output reg [27:0] fra_result;
  output reg [31:0] result;
  always @(posedge clk) begin
    if(shift)
      begin
    if(incre[8]) 
      overflow = 1;
    else
      overflow = 0; 
    fra [24] = 0;
    fra[23:0] = shift[25:2];
    if(shift[1])
      fra = fra+1;
    if(fra[24])
      begin
        fra_result[27] = shift[27];
        fra_result[26:2] = fra[24:0];
        fra_result[1:0] = 1;
        exp_result = incre[7:0];
      end
    else
      begin
        result[31] = shift[27];
        result[30:23] = incre[7:0];
        result[22:0] = fra[22:0];
      end
    if(!res)
      begin
        fra_result = 0;
        result = 0;
      end
    end
  end
  endmodule
```
`./constraint.sdc`:
```
current_design Rounding

set clk_period 5.0
set clk_io_pct 0.2

create_clock -name clk0 -period $clk_period [get_ports {clk}]

set non_clock_inputs [all_inputs -no_clocks]
set_input_delay [expr $clk_period * $clk_io_pct] -clock clk0 $non_clock_inputs
set_output_delay [expr $clk_period * $clk_io_pct] -clock clk0 [all_outputs]
```
==> notes.md <==
The flow ran to the end, and the final reports show no timing, DRC or antenna violations. As logged by OpenROAD, the buffers inserted on ports number 106. VDD sags by at most 0.000284 V. In this design, the stage delay of the slowest critical-path cell is 0.59 ns. The run gives 0 for the number of max-capacitance violations reported. With the sequential group share of total power at 0.516, the number of fill cells is 388. The run gives 67 as the count of clock tree sinks. TritonCTS built the clock tree. The CTS report gives the tree buffer count as 9.

The average instance in the mapped netlist occupies 14.4 um2. Walking the worst path, the cells encountered are clkdlybuf4s50_1 -> and4_1 -> nand3_1 -> nor3_2 -> buf_4 -> o22a_1 -> buf_4. The run gives 0.106 as the portion of total power attributed to combinational logic. The aggregate global-route resource usage was 0.232. On the critical path the data arrives at 3.59 ns.

In the setup report, the worst path falls into the class primary input to flop. The most frequently used library cell after synthesis is sky130_fd_sc_hd__edfxtp_1. The run gives 0.891 for the global placer's final weighted congestion.

Derived from the worst setup path, the maximum achievable clock frequency is 281 MHz. The clock network fraction of design power is 0.378, and the post-layout total power is 1.28 mW. From bottom edge to top edge, the die measures 77.6 um. The tools report the final cell count without fillers as 383. The cell at the root of the clock tree is sky130_fd_sc_hd__clkbuf_8. The run gives 1.11 ns as the post-placement worst setup slack. The number of global-route vias before repair was 1998. Yosys reports that the most numerous cell types are sky130_fd_sc_hd__edfxtp_1, sky130_fd_sc_hd__nor2_1, sky130_fd_sc_hd__a21oi_1, sky130_fd_sc_hd__and2_1. The worst setup path is captured at a flop.

The area growth from synthesis to layout is 46.3%. The smallest clock period supported by the final layout is computed as 3.56 ns. The run gives 108 as the count of boundary I/O pins. Hold timing on the final database bottoms out at a slack of 1.22 ns. Across all stage logs, warnings added up to 27. The worst setup slack after layout is 1.44 ns. The dominant delay contributor by cell family on the critical path is buffers and inverters. Setup repair after global routing left no endpoint under its margin. With the pin count of the biggest net entering global routing at 25, the number of setup buffers added after CTS is 0. The ratio of cells with drive above 1 in the final layout was 0.0740; the number of placed cells counting well taps was 367.

The total of flip-flops plus latches after synthesis is 67. Per the synthesis report, the dominant area consumer among library cells is sky130_fd_sc_hd__edfxtp_1. The critical path starts at shift[13]. The number of instances on the worst hold path is 1, and the post-detailed-placement half-perimeter wirelength is 4.34 mm.

The capturing instance or port of the critical path is fra_result[18]$_SDFFCE_PN0P_. The global-route wire length before repair is 9.75 mm, and the required arrival time at the worst endpoint is 5.03 ns. Along the critical path, the tally of buffer and inverter instances is 3. Most repeated library cell on the critical path: sky130_fd_sc_hd__buf_4.

The run gives 0 as the count of hold-fix buffers inserted at cts. Class of the tightest hold or removal check: primary input to flop. With the net switching power at 0.259 mW, the async set-reset flop share out of synthesis is 0. The commonest register cell after synthesis is sky130_fd_sc_hd__edfxtp_1.

The number of different library cells used by synthesis comes to 34. Dividing the detail-routed wire length by the instance count gives 16.1 um. In the post-synthesis netlist, the biggest area contributors are sky130_fd_sc_hd__edfxtp_1, sky130_fd_sc_hd__xor2_1, sky130_fd_sc_hd__and2_1, sky130_fd_sc_hd__nor2_1, sky130_fd_sc_hd__a21oi_1. The final number of max-transition violations is 0, and the maximum buffer depth of the clock tree is 2. After clock tree synthesis, the repair step resized 0 gates.

The via count normalized by instance count was 5.30; the power density over cell area was 307 nW/um2. The proportion of netlist area held by the largest area contributor is 0.705. The synthesized netlist occupies a cell area of 2850 um2. The run gives 77.6 um for the width of the die.

Number of levels the H-tree was split into: 3. The portion of the post-synthesis area used by sequential elements is 0.705. The worst setup path is launched from a primary input.

Hold-check failures listed in the final report amount to 0. The transition time of the tightest slew-check pin was 0.727 ns. The net switching share of the total power is 0.202. For the number of antenna cells inserted, the log shows 0. The tools report the number of optimization iterations in the first detailed-route pass as 4. The internal portion of the total power is 1.02 mW.

The cell count listed in synth_stat.txt was 198. The run gives 15 for the top fanout value on the critical path. The initial antenna violation count was 0. The run gives 67 for the post-synth tally of flip-flops with integrated enable. With the first-iteration detailed-routing DRC count at 67, the vias after detailed routing is 2028. Summed over all layers, the routed wires come to 6.15 mm.

With the leakage power figure at 1.45 nW, the chip footprint is 6010 um2. After technology mapping, the gate count stands at 198. With the period utilization at 0.712, the post-CTS clock slew at the launch and capture registers of the worst setup and hold paths is 0.07 ns. For the final routed database, the setup TNS stands at 0 ns. The critical path's slowest cell is sky130_fd_sc_hd__clkdlybuf4s50_1. The run gives 2850 um2 for the yosys stat chip area. Row generation in the floorplan step produced 27 rows. The yosys warning tally came out at 1. The total DRC errors in the routed layout is 0, and the final-report setup violation count is 0.

The total number of cells along the worst setup path was 7. The tools report the relative max-transition margin as 0.515. The global route stage reports its total congestion overflow as 0.

In this run the remaining antenna-violating nets after routing total 0. Core region area: 5510 um2. For the effective utilization at floorplan, the log shows 0.518.
## cells in the final DEF, fill, tap and decap left out, types with 2 or more instances in the layout
cell type	instances
sky130_fd_sc_hd__and4_1	4
sky130_fd_sc_hd__nand3_1	9
sky130_fd_sc_hd__clkinvlp_4	2
sky130_fd_sc_hd__edfxtp_1	67
sky130_fd_sc_hd__or3_1	4
sky130_fd_sc_hd__o21ai_0	5
sky130_fd_sc_hd__nand2_1	6
sky130_fd_sc_hd__nand4_1	8
sky130_fd_sc_hd__buf_4	3
sky130_fd_sc_hd__xnor2_1	3
sky130_fd_sc_hd__nor4_1	5
sky130_fd_sc_hd__o31ai_1	5
sky130_fd_sc_hd__clkdlybuf4s50_1	106
sky130_fd_sc_hd__or4_1	6
sky130_fd_sc_hd__and2_1	10
sky130_fd_sc_hd__ha_1	2
sky130_fd_sc_hd__clkbuf_8	9
sky130_fd_sc_hd__inv_1	5
sky130_fd_sc_hd__xor2_1	9
sky130_fd_sc_hd__nor2_1	15
sky130_fd_sc_hd__a21oi_1	9
sky130_fd_sc_hd__bufinv_16	2
## cell families (layout without fill, tap and decap cells)
logic type | after synthesis | count (layout) | share of synthesized area
AND/OR/NAND/NOR | 75 | 75 | 0.161
flip-flops | 67 | 67 | 0.705
AND-OR/OR-AND | 23 | 23 | 0.0487
buffers and inverters | 17 | 130 | 0.0351
XOR/XNOR | 12 | 12 | 0.0368
adder cells (fa/ha/maj) | 2 | 2 | 0.00877
other | 1 | 1 | 0.00131
multiplexers | 1 | 1 | 0.00351
## metrics by stage
stage | utilization | cell area (um2)
after detailed placement | 0.719 | 3960
after floorplan | - | 2850
final | 0.758 | 4170
after global placement | 0.719 | 3960
after global routing | 0.758 | 4170
after CTS | 0.758 | 4170
## worst min path at each step
stage / startpoint / to / slack (ns)
CTS: incre[4] / exp_result[4]$_DFFE_PP_ / 1.22
global route: incre[8] / overflow$_DFFE_PP_ / 1.23
finish: incre[8] / overflow$_DFFE_PP_ / 1.22
## power groups by stage
stage / Clock [mW] / Combinational (mW) / Sequential, mW
after CTS: 0.490 / 0.137 / 0.662
after global routing: 0.515 / 0.148 / 0.664
final: 0.485 / 0.135 / 0.662
## cell type report
cell class / count / area [um2] / area share
clock buffer: 10 / 128 / 0.0306
clock inverter: 6 / 88.8 / 0.0213
inverter: 5 / 18.8 / 0.00450
multi-input combinational: 114 / 753 / 0.180
sequential: 67 / 2010 / 0.482
tap: 72 / 90.1 / 0.0216
timing repair buffer: 109 / 1080 / 0.260
## layer usage
layer / global-route usage / wire length [um] / vias up
met5: 0 / 0 / -
met4: 0.0321 / 99 / 0
met3: 0.0729 / 531 / 8
met2: 0.339 / 2980 / 99
met1: 0.401 / 2540 / 946
li1: - / - / 975
## registers in the layout (all words and copies together) (netlist names)
register,flops
exp_result,8
fra_result,26
overflow,1
result,32
Power figures rest on the tool's default switching activity, not on a simulated workload.
