--- flow/constraint.sdc ---
current_design Big_Alu

set clk_period 20.2
set clk_io_pct 0.2

create_clock -name clk0 -period $clk_period [get_ports {clk}]

set non_clock_inputs [all_inputs -no_clocks]
set_input_delay [expr $clk_period * $clk_io_pct] -clock clk0 $non_clock_inputs
set_output_delay [expr $clk_period * $clk_io_pct] -clock clk0 [all_outputs]
--- flow/config.mk ---
export PLATFORM = sky130hd
export DESIGN_NAME = Big_Alu
export DESIGN_NICKNAME = Big_Alu
export VERILOG_FILES = /design/flow/design.v
export SDC_FILE = /design/flow/constraint.sdc
export NUM_CORES = 4
export LEC_CHECK = 1
export CORE_UTILIZATION = 30
--- flow/run.sh ---
#!/bin/bash
# OpenROAD 26Q1-2900-gdf79404cd8, Yosys 0.63+post, stock flow scripts
make -C /OpenROAD-flow-scripts/flow DESIGN_CONFIG=/design/flow/config.mk WORK_HOME=/design/flow/orfs finish
--- flow/design.v ---
module Big_Alu(clk, res, a, b, outp);
  input clk,res;
  input [26:0] a;
  input [31:0] b;
  reg sig_a,sig_b;
  reg [26:0] fra_a=0,mid;
  reg [26:0] fra_b=0;
  output reg [27:0] outp=0;  
  always @(posedge clk)
    begin
      sig_a = a[26];
      sig_b = b[31];
      fra_a[25:0] = a[25:0];
      fra_b[24:2] = b[22:0];
      mid = 0;
      if(sig_a == sig_b)
        begin
          outp[27] = sig_a;
          outp[26:0] = fra_a + fra_b;
        end
      else
        begin
          if(fra_a > fra_b)
            begin
              outp[27] = sig_a;
              mid = (fra_a - fra_b)%fra_a;
              outp[26:0] = mid;
            end
          else if(fra_a < fra_b)
            begin
              outp[27] = sig_b;
              mid = (fra_b - fra_a)%fra_b;
              outp[26:0] = mid;
            end
          else
            outp = 0;
          end
        fra_b[25] = 0;
      if(res == 0)
        outp = 0;
    end
endmodule
==> run summary <==
flow finished, numbers: status=complete, but fails checks, failing checks=negative setup slack, cts hold-fix bufs=0, Flop pwr share=1.4%, Worst Setup Slack, final=-37.38 ns, first-pass GRT wire length=between 150000 and 200000 µm, Top-area cell share=roughly 22%, clock network power share=about 1.0%, Buffers & Inverters on Critical Path=around 54, post-DP HPWL=between 100000 and 150000 µm, Slew Limit Fails=0, fin crit share=285.1%, vias=36150, clk slew on worst S/H paths=0.08 ns, GP Congestion=approximately 1.1, GRT Util Overall=slightly below 30%, Crit path max-delay family=AND-OR/OR-AND gates, DRT Pass-1 Iters=6, Syn-to-layout area delta=81.67%, drt initial violations=around 2400, port bufs=around 80, row count=between 100 and 150, Tmin final=~58 ns, yosys cell count=3714, vias in the first global route=between 30000 and 40000, crit end category=register, synthesized area=around 26000 µm², fin cells=roughly 6800, Max stage delay cell, worst path=a2111o_1, crit start category=input pin, # DRC=0, OpenROAD warning count=between 80 and 90, Die Wd=294.5 µm, Num Clock Sinks=28, fp_density=between 30% and 40%, Fillers=~7300, internal power=roughly 0.0033 W, Largest register FFs=28, htree depth=1, Crit Path Class=in -> reg, unrepaired setup endpoints after global routing=true, number of diodes=0, biggest area cells=ha_1, a21oi_1, xnor2_1, Unique cell types=115, CP Data Arrival Time=approximately 58 ns, crit path DRT=a little over 20 ns, Comb pwr share=97.6%, pin slew with the least headroom to its limit=between 0.7 and 0.8 ns, layout cells sized above 1=roughly 48%, Yosys warning count=1, most frequent CP cell=buf_4, largest net degree at the start of global routing=104, Layout Utilization=roughly 55%, ys flop type=dfxtp_1, instance count of the mapped netlist=3714, drt total wl=roughly 130000 µm, FFs w/ async S/R, synth=0%, initial antenna violation count=1, clock root buffer=clkbuf_16, Max Cap Viol=0, P_leak=approximately 22 nW, count leader, synth=ha_1, final hold slack=between 4 and 5 ns, mean routed wirelength per cell=around 19 µm, core area=around 84000 µm², Slew HR=roughly 50%, Setup Viol. Count Final=27, ys flops=28, EDFF count, synth=0, Post-synth top cells=ha_1, nor2_1, a21oi_1, Total Die Area=86710 µm², Seq share, synth=around 2.2%, Max IR drop VDD=174.9 µV, hold crit path type=in -> reg, cell type with the largest total area=ha_1, Final Hold Fails=0, critical path fanouts, max=11, vias per inst=~5.3, placed instance count=6532, FMAX=around 17 MHz, grt total ovfl=0, DIE HEIGHT=294.5 µm, antenna viol nets, final=0, Net Sw Frac=approximately 46%, Yosys chip area=roughly 26000 µm², P per Cell Area=132.0 nW/µm², mean cell area of the mapped netlist=just under 7 µm², Crit path largest cell delay=around 0.57 ns, TritonCTS clock tree=yes, I/O Pins=~90, Psw=between 0.002 and 0.003 W, total CTS buffers=3, CTS max path bufs=2
## stage by stage
stage          instance area (µm²)  total power [W]  setup TNS [ns]  setup WS, ns
2_1_floorplan                27180         0.002914        -1021.06        -38.00
3_3_place_gp                 41560         0.005345        -1085.81        -40.29
3_5_place_dp                 41560         0.005350        -1099.28        -40.79
4_1_cts                      43790         0.005713        -1014.58        -37.64
5_1_grt                      46620         0.006606        -1071.37        -39.75
6_report                     46620         0.006152        -1007.54        -37.38
## layout make-up
class                      count  area (µm²)  area share, %
tap                         1134        1419          3.044
clock buffer                   3       75.07         0.1610
sequential                    28       560.5          1.202
inverter                     157       598.1          1.283
multi-input combinational   3418       27840          59.71
timing repair buffer        2063       16100          34.53
clock inverter                 1       30.03        0.06442
## cells in the final DEF (no fill, tap or decap), types with 20 or more instances in the layout
cell | netlist | layout
buf_4 | 10 | 1909
nor2_1 | 397 | 352
ha_1 | 445 | 350
nand2_1 | 345 | 317
a21oi_1 | 349 | 249
xnor2_1 | 186 | 184
inv_1 | 156 | 137
a21o_1 | 130 | 128
o21ai_0 | 193 | 128
nor3_1 | 142 | 119
xor2_1 | 93 | 92
o21a_1 | 94 | 89
a21oi_2 | 2 | 83
nand3_1 | 94 | 81
ha_4 | 0 | 81
buf_6 | 8 | 57
mux2_2 | 63 | 48
o21ai_1 | 29 | 46
o21ai_2 | 5 | 43
nand2b_1 | 46 | 43
o211ai_1 | 42 | 42
mux2i_1 | 47 | 42
nor2b_1 | 50 | 42
or3_1 | 49 | 40
nand4_1 | 34 | 34
clkdlybuf4s50_1 | 0 | 33
or2_2 | 37 | 31
nor2_2 | 5 | 31
a31oi_1 | 39 | 30
o21bai_1 | 32 | 29
dfxtp_1 | 28 | 28
nand2_2 | 2 | 25
and3_1 | 31 | 25
and2_1 | 28 | 23
a211oi_1 | 34 | 21
a21oi_4 | 1 | 20
## repair_timing
action,in CTS,in global routing
setup buffers,139,129
cloned,3,1
gates resized,244,422
setup endpoints to repair,27,27
pin swaps,171,312
## power by group through the flow
stage / registers (W) / logic (W) / clock network (W)
final: 0.0000864 / 0.00601 / 0.0000604
after global routing: 0.0000877 / 0.00645 / 0.0000634
after CTS: 0.0000868 / 0.00557 / 0.0000613
## layer usage
layer  GRT usage [%]  part of all wire (%)
met1           39.88                    44
met2           46.97                    44
met3           4.000                   7.1
met4           10.44                   4.6
met5               0                     0
## logic make-up after synthesis
group,Yosys count,synth area share [%]
and+or+nand+nor,1341,24.97
AOI/OAI and AO/OA,1230,31.88
adders and majority gates,448,21.93
xor gates and xnor gates,279,9.523
buffers and inverters,269,4.432
muxes,118,5.061
DFF,28,2.185
other,1,0.01461
## worst paths after layout
| check | from | end | slack, ns | cells after the start |
|---|---|---|---|---|
| max | a[24] | outp[16]$_SDFF_PN0_ | -37.38 | 294 |
| min | b[0] | outp[2]$_SDFF_PN0_ | 4.26 | 4 |
Power and IR drop assume default switching activity.
