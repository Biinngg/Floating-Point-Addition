--- /design/flow/run.sh ---
#!/bin/bash
# OpenROAD 26Q1-2900-gdf79404cd8, Yosys 0.63+post, stock flow scripts
make -C /OpenROAD-flow-scripts/flow DESIGN_CONFIG=/design/flow/config.mk WORK_HOME=/design/flow/orfs finish
--- /design/flow/config.mk ---
export PLATFORM = sky130hd
export DESIGN_NAME = Shift_Right
export DESIGN_NICKNAME = Shift_Right
export VERILOG_FILES = /design/flow/design.v
export SDC_FILE = /design/flow/constraint.sdc
export NUM_CORES = 4
export LEC_CHECK = 1
export CORE_UTILIZATION = 40
--- /design/flow/constraint.sdc ---
current_design Shift_Right

set clk_period 3.6
set clk_io_pct 0.2

create_clock -name clk0 -period $clk_period [get_ports {clk}]

set non_clock_inputs [all_inputs -no_clocks]
set_input_delay [expr $clk_period * $clk_io_pct] -clock clk0 $non_clock_inputs
set_output_delay [expr $clk_period * $clk_io_pct] -clock clk0 [all_outputs]
--- /design/flow/design.v ---
module Shift_Right(clk, res, shift, mux, outp);
  input clk,res;
  input [31:0] mux;
  input [7:0] shift;
  reg [7:0] tmp;
  reg [26:0] fra = 0;
  output reg [26:0] outp;  
  always @(posedge clk) begin
    if(shift)
      begin
        fra[24:2] = mux[22:0];  
        tmp = shift - 128;
        fra[25] = 1;  
        outp[24:0] = fra>>tmp;
        outp[26] = mux[31];  
      end
    if(!res)
      outp = 0;
    end
endmodule
==> notes.md <==
run metrics: status complete, no violations, area reported by Yosys stat between 2000 and 2500 um^2, path depth of the worst reg2reg path 3, skew final 0 ns, gp weighted congestion ~0.87, CTS max path bufs 2, Max Slew Vio Count 0, main area contributors dfxtp_1 21%, mux4_2 17%, mux2i_1 12%, min-delay worst type reg -> reg, ys flops 26, diodes inserted 0, post_cts resized 0, EDFF count, synth 0, Setup crit end kind flip-flop, largest net degree at the start of global routing 22, ys cells approximately 260, sequential area share after synthesis 21.3%, min cycle time layout approximately 2.8 ns, Root Buffer clkbuf_8, Worst-path clk slew ~0.09 ns, row cnt 28, Post-Route Setup TNS 0 ns, r2r setup slk between 2 and 3 ns, crit share post-route between 70% and 80%, GRT Resource Usage Total between 20% and 30%, Max Fanout on Critical Path 20, total CTS buffers 3, CTS tree yes, r2r endpoint outp[9], Worst Hold Slack 0.468 ns, max reg flops 26, Tool Warnings 33, area delta synth->final 28.0%, Setup crit start kind input port, Required @ worst endpoint between 3 and 4 ns, first-pass GRT wire length between 10 and 15 mm, Yosys cell types around 53, Area leader share approximately a fifth, DIE AREA 6430 um^2, vias between 2k and 2.5k, clock latency on the worst-skew pair around 0.27 ns, Syn. warnings 1, hold path endpoint outp[10], hold path cells 1, WL final about 7.0 mm, max-cap viol count 0, pre-placement core utilization approximately 41%, antenna violations before repair 0, GRT Residual Overflow 0, die y size ~80 um, post-CTS setup buffers 0, Post-Syn Instances between 200 and 300, vias in the first global route between 2k and 2.5k, cell count after placement between 300 and 400, power density over the cells approximately 250 nW/um^2, CORE AREA between 5000 and 6000 um^2, most frequent cells in the layout 58 x clkdlybuf4s50_1, 30 x mux2i_1, 26 x dfxtp_1, 18 x mux4_2, 17 x nand2_1, drt drc 0, Mapped Area around 2400 um^2, dominant register cell dfxtp_1, fraction of registers with async set/reset 0%, Arrival @ worst endpoint 2.93 ns, Detailed Routing Iterations Pass 1 4, worst r2r src outp[9], Rel. slew slack 51.3%, share of layout cells above drive strength 1 16.5%, vias per cell approximately 6.0, Max VDD drop 0.000200 V, Least-Margin Pin Slew between 0.7 and 0.8 ns, area leader, netlist dfxtp_1, DP HPWL 5.36 mm, fin cells ~380, Port Buf Inserts slightly below 60, crit path kind in -> reg, Final Hold Viols 0, Hold Path Origin outp[10], highest-count logic cell in the final layout clkdlybuf4s50_1, remaining antenna violation count 0, DRT iter0 DRCs ~130, IO Count a little under 70, Peak Freq 362 MHz, CTS Hold Buffers Added 0, Final Setup Violations 0, CTS H-tree lvls 1, die x size roughly 80 um, clock tree sinks 26, drt wl/cell 18.2 um, P_leak roughly 1.2 nW, RSZ-0062 raised after global routing false, Syn Area/Cell roughly 9.5 um^2
how the worst max path moves through the flow:
| stage | startpoint | end | depth (start not counted) |
|---|---|---|---|
| after CTS | shift[2] | outp[26] | 5 |
| after global routing | shift[2] | outp[5] | 5 |
| final | shift[2] | outp[9] | 7 |
final cells by class:
cell class	instances	area [um^2]
fill	563	2790
timing repair buffer	73	691
tap	75	93.8
clock inverter	1	30.0
multi-input combinational	202	1740
sequential	26	520
inverter	4	15.0
clock buffer	3	41.3
synthesized netlist by cell type, types with 2 or more instances:
| master | number |
|---|---|
| nor4_4 | 2 |
| nor2_1 | 14 |
| a221o_1 | 3 |
| o32ai_1 | 2 |
| mux2i_1 | 30 |
| buf_4 | 4 |
| a31oi_1 | 3 |
| a21o_1 | 3 |
| o31a_1 | 2 |
| o21ai_0 | 8 |
| nand3b_1 | 2 |
| inv_1 | 3 |
| a211o_1 | 3 |
| nor3_1 | 5 |
| o22ai_1 | 4 |
| a211oi_1 | 2 |
| nor4_1 | 7 |
| dfxtp_1 | 26 |
| o211a_1 | 3 |
| nand2b_1 | 5 |
| a311oi_1 | 2 |
| o31ai_1 | 3 |
| mux2_2 | 8 |
| o21ai_1 | 4 |
| a22oi_1 | 8 |
| a21oi_1 | 5 |
| nand3_1 | 6 |
| a32oi_1 | 4 |
| buf_6 | 7 |
| buf_2 | 7 |
| nor2b_1 | 12 |
| nand2_1 | 17 |
| mux4_2 | 18 |
| clkbuf_1 | 6 |
cells by family (layout without fill, tap and decap cells):
family                 Yosys count  after routing  share of synthesized area (%)
buffers and inverters           29             81                           7.57
AND/OR/NAND/NOR                 78             78                           18.0
AND-OR/OR-AND                   67             67                           20.5
multiplexers                    56             56                           32.5
other                            1              1                          0.153
flip-flops                      26             26                           21.3
report_power, final:
part | switching (mW) | internal [mW] | leakage [nW]
clock | 0.0945 | 0.149 | 0.0357
sequential | 0.00302 | 0.292 | 0.210
combinational | 0.127 | 0.129 | 0.921
critical path: stages:
cell and delay (ns):
clkdlybuf4s50_1 0.76, buf_4 0.35, mux2i_1 0.28, nand2_1 0.08, a32oi_1 0.37, a21oi_1 0.13
o211a_1 0.22
layer usage:
metal,vias up,wire (um),global-route usage (%)
met4,0,129,4.82
met3,10,346,3.34
met1,1110,3330,36.1
li1,1117,-,-
met5,-,0,0
met2,71,3190,36.6
per-stage QoR:
stage,setup WS (ns),utilization (%),power [mW],instance area [um^2]
after floorplan,1.44,-,0.461,2450
after global placement,0.564,51.7,0.556,3060
after detailed placement,0.565,51.7,0.557,3060
after CTS,0.863,52.9,0.799,3130
after global routing,0.689,52.9,0.833,3130
final,0.841,52.9,0.795,3130
Power figures rest on the tool's default switching activity, not on a simulated workload.
